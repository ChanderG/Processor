==> design/flow/design.v <==
module sraop(
    input [31:0] a,
    input [31:0] b ,
    output [31:0] out
    );
    reg [31:0] out;
    always @(a or b)
    begin
    if (b[0] == 1)
      out = ($signed(a)>>>1);
      else
          out = a;
    end
endmodule
==> design/flow/run.sh <==
#!/bin/bash
# OpenROAD 26Q1-2900-gdf79404cd8, Yosys 0.63+post, stock flow scripts
make -C /OpenROAD-flow-scripts/flow DESIGN_CONFIG=/design/flow/config.mk WORK_HOME=/design/flow/orfs finish
==> design/flow/config.mk <==
export PLATFORM = sky130hd
export DESIGN_NAME = sraop
export DESIGN_NICKNAME = sraop
export VERILOG_FILES = /design/flow/design.v
export SDC_FILE = /design/flow/constraint.sdc
export NUM_CORES = 4
export LEC_CHECK = 1
export CORE_AREA = 10 10 70 70
export DIE_AREA = 0 0 80 80
==> design/flow/constraint.sdc <==
current_design sraop

set clk_period 1.0
set clk_io_pct 0.2

create_clock -name clk0 -period $clk_period

set non_clock_inputs [all_inputs -no_clocks]
set_input_delay [expr $clk_period * $clk_io_pct] -clock clk0 $non_clock_inputs
set_output_delay [expr $clk_period * $clk_io_pct] -clock clk0 [all_outputs]
==> flow_summary.yaml <==
# flow metrics
outcome:
  status: "complete, but fails checks"
  violations: "negative setup slack"
cts:
  cts_hold_buffers: 0
global_route:
  overflow: 0
  track_usage_pct: 6.996
  grt_start_max_net_pins: 9
  first_global_vias: 649
  grt_pass1_wl_um: 3650
  grt_antenna_before_repair: 0
layout:
  regArea_um2: 0
  fill_cells: 353
  syn2layout_area_growth_pct: 187.8
  final_area_mm2: 0.001124
  ff_count: 0
  logic_area_um2: 427.9
  drive_above_1_share_pct: 68.27
  nClkBuffers: 0
routing:
  via_per_inst: 3.780
  post_drt_wl_per_cell_um: 15.61
  drt-initial-drc-count: 5
  drt-total-wl_um: 2341
  antenna_cells: 0
  drtAntennaViolNets: 0
  via_count: 567
  drt_first_pass_iters: 2
  drc_errors: 0
floorplanning:
  die_y_um: 80
  ios: 96
  core_area_mm2: 0.003416
  core_util_floorplan_pct: 11.43
  dieWidth_um: 80
  num_rows: 21
  dieArea_mm2: 0.006400
hold_path:
  hold_class: "input port to primary output"
final_timing:
  slew_headroom_pct: 91.71
  post-route-min-period_ns: 1.181
  finalCritPeriodShare_pct: 118.1
  finalSetupViolations: 31
  fin_tns_setup_ns: -3.183
  drv_slew: 0
  setup_slack_ns: -0.1810
  fmax_mhz: 846.7
  tightest_slew_ns: 0.1244
  hold_violations: 0
  rsz0062_at_grt: "yes"
logic_synthesis:
  ys_types: 3
  yosys-top-cells-count: "31 x mux2_2, 3 x buf_6, 1 x buf_4"
  syn_avg_cell_area_um2: 11.15
  syn_area_um2: 390.4
  ys_seq_share_pct: 0
  syn-instance-count: 35
  ys_cells: 35
  top_area_cell: "mux2_2"
  ys_area_um2: 390.4
  most_common_cell: "mux2_2"
  area_leaders: "mux2_2 89%, buf_6 8.7%, buf_4 1.9%"
  top_area_share_pct: 89.42
  yosys_warnings: 1
power:
  p_int_w: 0.0003307
  peakVddDrop_uv: 89.03
  power_density_mw_per_mm2: 403.0
  p_sw_share_pct: 26.99
  p_sw_w: 0.0001222
  p_comb_share_pct: 100.0
  clkPwrFrac_pct: 0
  leakagePower_nw: 0.6022
  p_seq_share_pct: 0
job:
  warning_count: 65
  maxCapViolCount: 0
worst_setup_path:
  cp-end-kind: "primary output"
  worst_ep_arrival_time_ns: 0.98
  critPathKind: "input port to primary output"
  path_max_fanout: 6
  cp.required_ns: 0.80
  startpoint_type: "input port"
placement:
  io_buffers: 65
  dp_slack_ns: -0.9004
  place.gp.congestion: 0.6990
  place.detailed.hpwl_um: 1688
  dpl_cell_area_mm2: 0.001077
critical path, stage by stage:
cell and delay [ns]:
buf_12 0.12, buf_16 0.14, buf_8 0.12, mux2_4 0.29, buf_2 0.11
layer usage:
layer / GRT usage, % / vias to the layer above / part of all wire [%]
met5: 0 / - / 0
met4: 0 / 0 / 0
met3: 2.159 / 0 / 8.1
met2: 11.96 / 31 / 50
met1: 8.899 / 257 / 42
li1: - / 279 / -
layout by cell type (no fill, tap or decap), drive strengths merged:
| cell | instances |
|---|---|
| buf | 40 |
| dlygate4sd2 | 32 |
| dlymetal6s2s | 1 |
| mux2 | 31 |
cell type report:
cell class	instances	share of cell area, %
multi-input cells	31	38.08
well taps	46	5.122
repair buffers	73	56.79
metrics by stage:
| stage | power, W | hold slack (ns) | instances | util [%] |
|---|---|---|---|---|
| CTS | 0.0004546 | 0.8181 | 152 | 32.71 |
| global placement | 0.0004654 | 1.238 | 143 | 31.54 |
| floorplan | 0.0001179 | 0.4664 | 35 | - |
| detailed placement | 0.0004639 | 1.224 | 143 | 31.54 |
| finish | 0.0004529 | 0.7057 | 150 | 32.89 |
| global route | 0.0004934 | 0.7379 | 150 | 32.89 |
worst paths after layout:
kind              endpoint  start  cells after the start  slack (ns)
setup / recovery    out[9]   b[0]                      5       -0.18
hold / removal      out[0]   a[0]                      3        0.71
power by group through the flow:
stage         registers, W  logic (W)  clock network (W)
CTS                      0   0.000455                  0
global route             0   0.000493                  0
finish                   0   0.000453                  0
logic make-up after synthesis:
group	after synthesis	share of synthesized area [%]
buf+inv	4	10.58
mux	31	89.42
what timing repair did:
action                                  4_1_cts  5_1_grt
cloned                                        3        0
endpoints found under the setup margin       32       31
resized                                     163       10
setup buffers                                 6        0
Power figures rest on the tool's default switching activity, not on a simulated workload.
