===== /design/flow/config.mk =====
export PLATFORM = sky130hd
export DESIGN_NAME = slaop
export DESIGN_NICKNAME = slaop
export VERILOG_FILES = /design/flow/design.v
export SDC_FILE = /design/flow/constraint.sdc
export NUM_CORES = 4
export LEC_CHECK = 1
export CORE_AREA = 10 10 70 70
export DIE_AREA = 0 0 80 80

===== /design/flow/run.sh =====
#!/bin/bash
# OpenROAD 26Q1-2900-gdf79404cd8, Yosys 0.63+post, stock flow scripts
make -C /OpenROAD-flow-scripts/flow DESIGN_CONFIG=/design/flow/config.mk WORK_HOME=/design/flow/orfs finish

===== /design/flow/design.v =====
module slaop(
    input [31:0] a,
    input [31:0] b ,
    output [31:0] out
    );
    reg [31:0] out;
    always @(a or b)
    begin
    if (b[0] == 1)
      out = a<<1 ;
    else
      out = a;
    end
endmodule

===== /design/flow/constraint.sdc =====
current_design slaop

set clk_period 1.0
set clk_io_pct 0.2

create_clock -name clk0 -period $clk_period

set non_clock_inputs [all_inputs -no_clocks]
set_input_delay [expr $clk_period * $clk_io_pct] -clock clk0 $non_clock_inputs
set_output_delay [expr $clk_period * $clk_io_pct] -clock clk0 [all_outputs]

==> run summary <==
yosys + openroad results -> WP buf/inv 4, status complete, but fails checks, ANT nets after route 0, IO Port Bufs 65, Area Overhead vs Synth 144.2%, overall die width 80 um, Reg power frac 0, Tot Pwr 535.7 uW, Worst Path Arrival 980 ps, CP most frequent cell buf_12, Die ar. 0.006400 mm^2, Top-Level Pins 96, worst setup path endpoint out[2], DRC Markers 0, WP depth 5, synth warn 1, RSZ-0062 raised after global routing true, slowest CP cell mux2_4, floorplan core density 0.1568, Layout Cells excl Fill 159, pwr/cell area 409.7 mW/mm^2, share of layout cells above drive strength 1 0.7080, Hold Crit Class in -> out, total congestion overflow 0, CLK BUF 0, GPL Wtd Cong 0.7212, synth unique cells 5, critical path launch point type primary input, DPL Wire Length 1667 um, CP top delay family buffers and inverters, YS chip area 535.5 um^2, most used routing layer met2, mapped cell area 535.5 um^2, total number of vias 591, layout sequential cell count 0, final WL 2048 um, Comb pwr share 1.000, crit end category output pin, final max-slew violation count 0, Worst Setup SP b[0], Max VDD drop 141.6 uV, Diodes inserted 0, failing checks negative setup slack, Clk pwr share 0, crit path DRT 800 ps, switching power 130.6 uW, hold buffers post-CTS 0, Final min period 1179 ps, cycle use final 1.179, drt first pass iters 2, Core ar. 0.003416 mm^2, pre-CTS WS -528.6 ps, relative slew slack 0.9444, Post-synth seq share 0, Static Leakage 0.0007056 uW, Worst Path Class, Setup in -> out, Finished Core Util 0.3828, critical path, cell by cell buf_12, buf_12, buf_8, mux2_4, buf_6, Vias/cell 3.717, met2 Usage GRT 0.09069, Row Count 21, worst-margin pin slew 83.26 ps, largest net degree at the start of global routing 6, Final Hold Viols 0, global-route met1 utilization 0.07779, sw frac 0.2438, Int Power 405.1 uW, Register Area 0 um^2, ys cells 36, Avg WL per Cell 12.88 um, initial drt markers 7, GR Layer Usage met3 0.02727, synthesized area per cell 14.88 um^2, # setup viols final 31, max-capacitance violation count 0, vias in the first global route 634, tool warnings 65, cell count after synthesis 36, setup TNS -4439 ps, initial antenna violation count 0, all-layer global routing usage 0.05888, maximum fanout along the worst path 5, dpl cells 145, Worst path max stage delay 290 ps, final worst slack -179.5 ps, Die Span Y 80 um, first-pass GRT wire length 3174 um, fmax 847.8 MHz, hold path start a[31]
==> cell families after synthesis <==
logic type    after synthesis  share of synthesized area
buf+inv                     4                     0.1332
simple gates                1                    0.01169
mux                        31                     0.8551
==> power groups by stage <==
stage | clock (uW) | combinational (uW) | sequential [uW]
final | 0 | 536 | 0
after global routing | 0 | 579 | 0
after CTS | 0 | 506 | 0
==> layout by cell type (no fill, tap or decap) <==
cell type and count:
mux2_2 1, buf_8 3, buf_16 2, buf_6 17
buf_2 22, buf_12 5, mux2_4 30, nor2b_1 1
dlygate4sd2_1 32
==> synthesized netlist by cell type <==
master / number / share of area
buf_12: 3 / 0.11
buf_6: 1 / 0.021
mux2_2: 2 / 0.042
mux2_4: 29 / 0.81
nor2b_1: 1 / 0.012
==> metrics by stage <==
stage | cell area [um^2] | hold WS (ps)
floorplan | 535.5 | 463.0
global placement | 1207 | 1149
detailed placement | 1207 | 1150
CTS | 1245 | 806.2
global route | 1308 | 828.9
finish | 1308 | 802.6
==> layer usage <==
metal / wire length, um / vias up
li1: - / 296
met1: 905 / 257
met2: 891 / 38
met3: 251 / 0
met4: 0 / 0
met5: 0 / -
==> timing repair <==
action,4_1_cts,5_1_grt
resized,148,10
setup endpoints to repair,32,32
pin swaps,0,0
gates cloned,2,0
setup buffers,12,0
==> final cells by class <==
cell class / count / area (um^2)
tap: 46 / 57.56
multi-input combinational: 32 / 467.9
fill: 348 / 2108
timing repair buffer: 81 / 782.0
==> worst min path at each step <==
stage         slack, ps  cells past startpoint  endpoint
finish              800                      3   out[31]
global route        830                      3   out[31]
CTS                 810                      3   out[31]
Power is estimated from default activity; no workload was simulated.
