==> flow/design.v <==
module srlop(
    input [31:0] a,
    input [31:0] b ,
    output [31:0] out
    );
    reg [31:0] out;
    always @(a or b)
    begin
    if (b[0] == 1)
        out = ($signed(a)>>>1);
        else
            out =a;
    end
endmodule
==> flow/run.sh <==
#!/bin/bash
# OpenROAD 26Q1-2900-gdf79404cd8, Yosys 0.63+post, stock flow scripts
make -C /OpenROAD-flow-scripts/flow DESIGN_CONFIG=/design/flow/config.mk WORK_HOME=/design/flow/orfs finish
==> flow/config.mk <==
export PLATFORM = sky130hd
export DESIGN_NAME = srlop
export DESIGN_NICKNAME = srlop
export VERILOG_FILES = /design/flow/design.v
export SDC_FILE = /design/flow/constraint.sdc
export NUM_CORES = 4
export LEC_CHECK = 1
export CORE_AREA = 10 10 70 70
export DIE_AREA = 0 0 80 80
==> flow/constraint.sdc <==
current_design srlop

set clk_period 1.0
set clk_io_pct 0.2

create_clock -name clk0 -period $clk_period

set non_clock_inputs [all_inputs -no_clocks]
set_input_delay [expr $clk_period * $clk_io_pct] -clock clk0 $non_clock_inputs
set_output_delay [expr $clk_period * $clk_io_pct] -clock clk0 [all_outputs]
==> flow_summary_export.csv <==
group,metric,value,unit
run_status,status,"complete, but fails checks",
run_status,failed_checks,"setup timing",
sta,drv_slew,0,
setup_path,crit_path_end_kind,"output pin",
synthesis,syn_area,390,sq um
clock_network,postCtsHoldBufs,0,
synthesis,synth_stat.cells,35,
power,total_power,453,uW
setup_path,crit_fanout,6,
grt,globalRoute.totalOverflow,0,
power,pwr-share-comb,1.000,
synthesis,ys_sh_mux,0.894,
layout,regArea,0,sq um
route,wirelength,2340,um
sta,hold_ws,0.706,ns
placement,post-place-cells,143,
synthesis,ys_sh_aoi,0,
route,drt-initial-drc-count,5,
synthesis,fa_ha_area_frac,0,
placement,place.port_buffers,65,
floorplan,core,3420,sq um
setup_path,crit_type,"input pin to output pin",
floorplan,die_h,80,um
sta,setup_violations,31,
synthesis,area_leaders,"mux2_2 (89%), buf_6 (8.7%), buf_4 (1.9%)",
setup_path,startpoint_type,"input pin",
sta,layout_setup_ws,-0.181,ns
layout,drive_gt1_frac,0.683,
synthesis,top_cell,"mux2_2",
synthesis,ys_sh_xor,0,
power,peakVddDrop,0.0890,mV
grt,grt_max_degree,9,
power,switching_share,0.270,
power,cellLeakagePower,0.602,nW
worst_hold_path,hold_depth,3,
floorplan,fp.dieW,80,um
setup_path,required,0.80,ns
floorplan,ios,96,
power,seq_power_share,0,
grt,grt_pass1_vias,649,
floorplan,fp_util,0.114,
grt,grt_usage,0.0700,
grt,grt_pass1_wl,3650,um
placement,place_hpwl,1690,um
synthesis,yosysWarningCount,1,
route,wl_per_cell,15.6,um
job,warnings,65,
grt,antenna_found_initial,0,
sta,rsz0062_at_grt,"true",
floorplan,die-area,6400,sq um
route,vias,567,
synthesis,logic_family,"multiplexers",
placement,gp_congestion,0.699,
layout,n_clock_buffer,0,
worst_hold_path,hold_end,"out[0]",
sta,hold_viol_final,0,
sta,fin_crit_sh,1.18,
sta,finalCriticalPeriod,1.18,ns
synthesis,yosysChipArea,390,sq um
layout,ff_count,0,
power,powerDensity,403,nW/um^2
layout,syn2layout_area_growth,188,%
route,avgViaCountPerCell,3.78,
sta,relSlewSlack,0.917,
power,internal-power,331,uW
synthesis,syn_avg_cell_area,11.2,sq um
setup_path,worstPathArrival,0.98,ns
route,drt-pass1-iter-count,2,
floorplan,rows,21,
layout,stdcell_count,150,
power,p_clk_frac,0,
synthesis,postSynthSeqShare,0,
synthesis,ys_types,3,
route,drcViolationCount,0,
worst_hold_path,hold_start,"a[0]",
synthesis,common_cells,"mux2_2 (31), buf_6 (3), buf_4 (1)",
synthesis,syn_inst,35,
worst_hold_path,hp-class,"input pin to output pin",
synthesis,yosys.area.top_type,"mux2_2",
synthesis,ys_sh_simple,0,
sta,worstMarginPinSlew,0.124,ns
sta,max_freq,847,MHz
route,postRouteAntennaNets,0,
job,maxCapViolCount,0,
route,n_antenna_cell,0,
layout,fill_cells,353,
synthesis,yosysTopAreaCellShare,0.894,
power,power.switching,122,uW
placed cells by master, fill, tap and decap left out, drive strengths merged:
master	instances
dlymetal6s2s	1
buf	40
mux2	31
dlygate4sd2	32
metal layers:
layer / up-vias / global-route usage / wire length [um]
li1: 279 / - / -
met1: 257 / 0.0890 / 975
met2: 31 / 0.120 / 1180
met3: 0 / 0.0216 / 189
met4: 0 / 0 / 0
met5: - / 0 / 0
worst max-delay path by stage:
stage     startpoint      end  slack (ns)
4_1_cts         b[0]  out[27]       -0.19
5_1_grt         b[0]   out[7]       -0.20
6_report        b[0]   out[9]       -0.18
power by group through the flow:
stage         Combinational [mW]  Sequential [mW]  Clock, mW
global route               0.493                0          0
finish                     0.453                0          0
CTS                        0.455                0          0
repair_timing:
item | 4_1_cts | 5_1_grt
buffers inserted | 6 | 0
cloned | 3 | 0
gates resized | 163 | 10
pin swaps | 0 | 0
setup endpoints to repair | 32 | 31
through the flow:
stage | util | setup slack (ns) | TNS [ns] | instance area, sq um
6_report | 0.329 | -0.181 | -3.18 | 1120
2_1_floorplan | - | 0.183 | 0 | 390
4_1_cts | 0.327 | -0.190 | -4.56 | 1120
3_5_place_dp | 0.315 | -0.900 | -27.68 | 1080
5_1_grt | 0.329 | -0.199 | -3.98 | 1120
3_3_place_gp | 0.315 | -0.905 | -27.79 | 1080
critical path, cell delays in order:
cell    delay (ns)
buf_12        0.12
buf_16        0.14
buf_8         0.12
mux2_4        0.29
buf_2         0.11
final cells by class:
type	instances	area, sq um	share of cell area
tap	46	57.6	0.0512
multi-input combinational	31	428	0.381
timing repair buffer	73	638	0.568
kinds of logic (layout without fill, tap and decap cells):
family	count (synthesis)	in the layout
muxes	31	31
buffers and inverters	4	73
Power and IR drop assume default switching activity.
